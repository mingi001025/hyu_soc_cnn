==> ./design.v <==
`timescale 1ns/10ps
module cnn_kernel (
    clk             ,
    reset_n         ,
    i_soft_reset    ,
    i_cnn_weight    ,
    i_in_valid      ,
    i_in_fmap       ,
    o_ot_valid      ,
    o_ot_kernel_acc              
    );
parameter   IN          = 2;   
parameter   ICH         = 3;   
parameter   OCH         = 2;   
parameter   IX          = 8;   
parameter   IY          = 4;   
parameter	KX			= 4;   
parameter	KY			= 3;   
parameter   OX          = 5;   
parameter   OY          = 2;   
parameter	DATA_LEN	= 32;  
localparam LATENCY = 2;
input                               		clk         	;
input                               		reset_n     	;
input                               		i_soft_reset	;
input     [KX*KY*DATA_LEN-1 : 0]  			i_cnn_weight 	;
input                               		i_in_valid  	;
input     [KX*KY*DATA_LEN-1 : 0]  			i_in_fmap    	;
output                              		o_ot_valid  	;
output    [DATA_LEN-1 : 0]  				o_ot_kernel_acc ;
wire    [LATENCY-1 : 0] 	ce;
reg     [LATENCY-1 : 0] 	r_valid;
always @(posedge clk or negedge reset_n) begin
    if(!reset_n) begin
        r_valid   <= {LATENCY{1'b0}};
    end else if(i_soft_reset) begin
        r_valid   <= {LATENCY{1'b0}};
    end else begin
        r_valid[LATENCY-2]  <= i_in_valid;
        r_valid[LATENCY-1]  <= r_valid[LATENCY-2];
    end
end
assign	ce = r_valid;
wire      [KY*KX*DATA_LEN-1 : 0]    mul  ;
reg       [KY*KX*DATA_LEN-1 : 0]    r_mul;
genvar mul_idx;
generate
	for(mul_idx = 0; mul_idx < KY*KX; mul_idx = mul_idx + 1) begin : gen_mul
		assign  mul[mul_idx * DATA_LEN +: DATA_LEN]	= i_in_fmap[mul_idx * DATA_LEN +: DATA_LEN] * i_cnn_weight[mul_idx * DATA_LEN +: DATA_LEN];
		always @(posedge clk or negedge reset_n) begin
		    if(!reset_n) begin
		        r_mul[mul_idx * DATA_LEN +: DATA_LEN] <= {DATA_LEN{1'b0}};
		    end else if(i_soft_reset) begin
		        r_mul[mul_idx * DATA_LEN +: DATA_LEN] <= {DATA_LEN{1'b0}};
		    end else if(i_in_valid)begin
		        r_mul[mul_idx *DATA_LEN +: DATA_LEN] <= mul[mul_idx * DATA_LEN +: DATA_LEN];
		    end
		end
	end
endgenerate
reg       [DATA_LEN-1 : 0]    acc_kernel 	;
reg       [DATA_LEN-1 : 0]    r_acc_kernel  ;
integer acc_idx;
always @ (*) begin
	acc_kernel[0 +: DATA_LEN]= {DATA_LEN{1'b0}};
	for(acc_idx =0; acc_idx < KY*KX; acc_idx = acc_idx +1) begin
		acc_kernel[0 +: DATA_LEN] = acc_kernel[0 +: DATA_LEN] + r_mul[acc_idx*DATA_LEN +: DATA_LEN]; 
	end
end
always @(posedge clk or negedge reset_n) begin
	if(!reset_n) begin
		r_acc_kernel[0 +: DATA_LEN] <= {DATA_LEN{1'b0}};
	end else if(i_soft_reset) begin
		r_acc_kernel[0 +: DATA_LEN] <= {DATA_LEN{1'b0}};
	end else if(ce[LATENCY-2])begin
		r_acc_kernel[0 +: DATA_LEN] <= acc_kernel[0 +: DATA_LEN];
	end
end
assign o_ot_valid = r_valid[LATENCY-1];
assign o_ot_kernel_acc = r_acc_kernel;
endmodule
==> ./run.sh <==
#!/bin/bash
# OpenROAD 26Q1-2900-gdf79404cd8, Yosys 0.63+post, stock flow scripts
make -C /OpenROAD-flow-scripts/flow DESIGN_CONFIG=/design/flow/config.mk WORK_HOME=/design/flow/orfs finish
==> ./config.mk <==
export PLATFORM = sky130hd
export DESIGN_NAME = cnn_kernel
export DESIGN_NICKNAME = cnn_kernel
export VERILOG_FILES = /design/flow/design.v
export SDC_FILE = /design/flow/constraint.sdc
export NUM_CORES = 4
export LEC_CHECK = 1
export CORE_UTILIZATION = 40
==> ./constraint.sdc <==
current_design cnn_kernel

set clk_period 11.9
set clk_io_pct 0.2

create_clock -name clk0 -period $clk_period [get_ports {clk}]

set non_clock_inputs [all_inputs -no_clocks]
set_input_delay [expr $clk_period * $clk_io_pct] -clock clk0 $non_clock_inputs
set_output_delay [expr $clk_period * $clk_io_pct] -clock clk0 [all_outputs]
==> reports/qor.csv <==
stage,metric,value,unit
outcome,status,finished clean,
finish,dominant logic cell type in the layout,fa_1,
finish,filler instances,50650,
floorplanning,Die Height,729.4,microns
synthesis,synthesized cell area,0.2116,sq mm
synthesis,YS warnings,1,
worst_setup_path,CP most frequent cell,fa_1,
cts,CTS tree,done,
place,Placed Cells,29910,
synthesis,Syn Inst Count,22810,
synthesis,synthesized flop and latch total,418,
synthesis,sequential area share after synthesis,4.943,%
final_timing,Fmax achieved,99.80,MHz
worst_setup_path,R2R cell count,22,
grt,vias in the first global route,160300,
worst_setup_path,Top delay family on crit path,adder cells,
grt,largest net degree at the start of global routing,102,
detailed_routing,DR vias,147100,
worst_setup_path,crit path to,r_mul[350]$_DFFE_PN0P_,
final_timing,setup total negative slack,0,ns
cts,clock sinks,418,
final_timing,Clock Skew,0.05782,ns
worst_setup_path,WS Path Type,in2reg,
detailed_routing,Routed Antenna Nets,0,
final_timing,Worst-Margin Slew,0.9391,ns
cts,Root Driver,clkbuf_16,
final_timing,Final setup viols,0,
final_timing,post-layout period usage of the worst path,84.20,%
cts,total setup buffers inserted after CTS,0,
final_timing,RSZ-0062 raised after global routing,no,
worst_setup_path,crit-path cells,clkdlybuf4s50_1 > and2_1 > fa_1 > inv_1 > fa_1 > fa_1 > fa_1 > inv_1 > fa_1 > fa_1 > fa_1 > fa_1 > ha_1 > a21o_1 > a21o_1 > a21oi_1 > nor2_1 > a211oi_1 > o2111ai_1 > a41o_1 > a31o_1 > a2111oi_0 > a31oi_1 > o22ai_1,
synthesis,yosys cell count,22810,
cts,clock buffer depth,3,
final_timing,final hold viol count,0,
floorplanning,chip area,0.5320,sq mm
worst_setup_path,CP max stage delay,0.87,ns
finish,Post-Layout Cell Count,30050,
worst_setup_path,critical path's slowest cell,clkdlybuf4s50_1,
detailed_routing,final wirelength,628400,microns
worst_setup_path,Setup crit start,i_in_fmap[337],
cts,Clock H-tree levels,2,
cts,clk slew on worst S/H paths,0.06,ns
place,GPL Wtd Cong,0.9821,
hold_path,Hold Path Stages,2,
job,max cap viols,0,
cts,cells resized by post-CTS repair,0,
detailed_routing,via/cell ratio,4.894,
finish,layout cells sized above 1,2.561,%
floorplanning,Std-Cell Rows,266,
synthesis,Top area cell types,"fa_1, and2_1, ha_1, inv_1, nand2_1",
worst_setup_path,Crit path arrival time,10.65,ns
floorplanning,num ports,805,
detailed_routing,DRC viols,0,
floorplanning,Die Width,729.4,microns
synthesis,Area leader share,49.18,%
finish,logic area,0.1786,sq mm
finish,Top cells excl fill/tap,"fa_1, inv_1, and2_1",
job,Log Warnings,28,
floorplanning,Init Core Util,40.24,%
synthesis,fraction of registers with async set/reset,100.0,%
worst_setup_path,reg2reg setup slack,5.16,ns
worst_setup_path,Required @ worst endpoint,12.53,ns
worst_setup_path,CP startpoint kind,primary input,
grt,gr usage total,26.17,%
final_timing,Slew Limit Fails,0,
cts,total CTS buffers,54,
synthesis,ys flop type,dfrtp_1,
finish,Synth-to-Final Area Change,8.517,%
cts,cts hold-fix bufs,0,
floorplanning,Core Area,0.5259,sq mm
detailed_routing,routed len/inst,20.91,microns
synthesis,YS chip area,0.2116,sq mm
detailed_routing,Iter 0 DRT Violations,6155,
synthesis,number of enable flip-flop cells,0,
grt,GR Overflow Total,0,
grt,initial antenna violation count,85,
detailed_routing,DRT Pass-1 Iters,6,
worst_setup_path,critical path depth,24,
place,placed wire-length estimate,537000,microns
cts,worst skew pair latency,0.72,ns
grt,global-route wire length before repair,986500,microns
synthesis,number of distinct library cells after synthesis,84,
hold_path,Hold Crit Class,reg2reg,
finish,register area,0.01046,sq mm
worst_setup_path,buffer-and-inverter tally for the worst setup path,3,
synthesis,syn_area_per_cell,9.279,sq um
place,PortBufs,804,
final_timing,Final min period,10.02,ns
worst_setup_path,Crit. End Element,flop,
worst_setup_path,reg-to-reg endpoint,r_acc_kernel[30]$_DFFE_PN0P_,
worst_setup_path,reg2reg start,r_mul[97]$_DFFE_PN0P_,
final_timing,max_slew headroom,37.20,%
synthesis,post-synth top area cell,fa_1,
worst_setup_path,Worst Path Max Fanout,15,
## how the worst min path moves through the flow
stage | slack [ns] | start | endpoint
5_1_grt | 0.51 | r_mul[282]$_DFFE_PN0P_ | r_mul[282]$_DFFE_PN0P_
4_1_cts | 0.51 | r_acc_kernel[30]$_DFFE_PN0P_ | r_acc_kernel[30]$_DFFE_PN0P_
6_report | 0.50 | r_mul[275]$_DFFE_PN0P_ | r_mul[275]$_DFFE_PN0P_
## worst min-delay path, delay by kind of cell, from the launching register on
kind	cells	cell delay (ns)
simple gates	1	0.05
flops	1	0.36
compound gates	1	0.06
## layer usage
| metal | vias to the layer above | track usage, % | routed length (microns) | part of all wire, % |
|---|---|---|---|---|
| li1 | 66510 | - | - | - |
| met1 | 75370 | 36.78 | 253200 | 40 |
| met2 | 4465 | 39.70 | 291300 | 46 |
| met3 | 669 | 10.96 | 65350 | 10 |
| met4 | 52 | 5.763 | 18040 | 2.9 |
| met5 | - | 0.3991 | 548 | 0.087 |
## cells by family (layout without fill, tap and decap cells)
kind of cell    after synthesis  in the layout  synth area share, %
mux                         198            198               0.9389
flops                       418            418                4.943
buf+inv                    6004           6238                10.65
fa+ha+maj                  6709           6709                58.11
other cells                   0             38                    0
xor+xnor                   1054           1054                4.362
compound gates             1077           1077                3.227
simple gates               7348           7348                17.77
## cell type report
type	count	area share (%)
Timing Repair Buffer	1263	5.031
Clock buffer	68	0.6511
Clock inverter	28	0.1596
Sequential cell	418	4.555
Antenna cell	38	0.04141
Inverter	4879	7.976
Multi-Input combinational cell	16390	77.79
Tap cell	6968	3.796
## flip-flops by register name, indices dropped and copies added (netlist names)
| register | count |
|---|---|
| r_valid | 2 |
| r_mul | 384 |
| r_acc_kernel | 32 |
## cell usage after synthesis, types with 22 or more instances
cell type and instances:
nor3_1 47, a31oi_1 38, or3_1 23, o21a_1 57, and3_1 22, a21oi_1 328, xor2_1 269, clkbuf_1 1065
mux2i_1 194, ha_1 1510, nor2b_1 53, o21bai_1 30, fa_1 5199, a21o_1 147, nor2_1 435, o21ai_0 229
inv_1 4878, o21ai_1 39, buf_1 60, nand3_1 68, a211oi_1 34, nand2_1 2873, and2_1 3718, dfrtp_1 418
xnor2_1 785, nand2b_1 46
## per-stage QoR
step	area (sq um)	setup slack, ns	util, %	hold slack, ns
4_1_cts	229600	2.018	43.65	0.5066
3_3_place_gp	227700	1.239	43.30	0.4855
6_report	229600	1.880	43.67	0.5009
5_1_grt	229600	1.553	43.66	0.5135
3_5_place_dp	227700	1.320	43.30	0.4878
2_1_floorplan	211600	2.618	-	0.4424
